==> /design/flow/design.v <==
module drone_fsm (
    input logic clk,
    input logic reset,
    input logic [1:0] cmd,
    input logic thermal_found,
    input logic [1:0] img_pass,
    input logic [7:0] altitude,
    input logic err,
    input logic sensor_check,
    input logic man_ctrl,
    input logic target_found,
    input logic is_charging,
    output logic [3:0] state_out,
    output logic [3:0] led,
    output logic [1:0] propellor_status,
    output logic charge_status,
    output logic check_sensors,
    output logic check_propellers,
    output logic flight_error,
    output logic image_scan,
    output logic destination,
    output logic manual_control,
    output logic maintenance_req
);
    typedef enum logic [3:0] {
        S_IDLE = 4'b0000,
        S_INIT = 4'b0001,
        S_FAIL = 4'b0010,
        S_TAKEOFF = 4'b0011,
        S_SEARCH = 4'b0100,
        S_IMAGE_CAPTURE = 4'b0101,
        S_RETURN_BASE = 4'b0110,
        S_MANUAL_CONTROL = 4'b0111,
        S_TARGET_FOUND = 4'b1000,
        S_MAINTENANCE = 4'b1001
    } statetype;
    statetype state;
    statetype next_state;
    logic [15:0] timer;  
    parameter SEARCH_TIMER = 16'd1000;   
    always_ff @(posedge clk or posedge reset) 
        if (reset)  state <= S_IDLE;
        else        state <= next_state;
    always_ff @(posedge clk or posedge reset) begin
        if (reset)
            timer <= 16'd0;
        else if (state == S_IMAGE_CAPTURE)
            timer <= timer + 16'd1;
        else
            timer <= 16'd0;
    end
    always @(posedge clk) begin
        case(state)
            S_IDLE: 
                if (cmd == 2'b01) 
                    next_state = S_INIT;
            S_INIT:
                if (sensor_check)
                    next_state = S_TAKEOFF;
                else if (err)
                    next_state = S_FAIL;
            S_FAIL:
                if (cmd == 2'b01) 
                    next_state = S_MAINTENANCE;
            S_TAKEOFF:
                if (altitude > 8'h32)   
                    next_state = S_SEARCH;
                else if (err == 1)
                    next_state = S_FAIL;
            S_SEARCH:
                if (thermal_found)
                    next_state = S_TARGET_FOUND;
                else if (target_found)
                    next_state = S_RETURN_BASE;
                else if (err)
                    next_state = S_FAIL;
                else if (man_ctrl)
                    next_state = S_MANUAL_CONTROL;
            S_TARGET_FOUND:
                if (thermal_found && img_pass ==2'b10)  
                    next_state = S_IMAGE_CAPTURE;
                else if (img_pass == 2'b01)  
                    next_state = S_SEARCH;
            S_IMAGE_CAPTURE:
                if (timer >= SEARCH_TIMER)
                    next_state = S_SEARCH;
            S_RETURN_BASE:
                if (is_charging == 1)  
                    next_state = S_IDLE;
                else if (cmd == 2'b10)
                    next_state = S_MAINTENANCE;
            S_MANUAL_CONTROL:
                if (man_ctrl == 0)
                    next_state = S_SEARCH;   
                else if (cmd == 2'b11)
                    next_state = S_MAINTENANCE;
            S_MAINTENANCE:
                if (!err)   
                    next_state = S_IDLE;
                else if (man_ctrl == 1)
                    next_state = S_MANUAL_CONTROL;
            default: 
                next_state = S_IDLE;   
        endcase
    end
    always @* begin
        led = 4'b0000;
        propellor_status = 2'b00;
        charge_status = 1'b0;
        check_sensors = 1'b0;
        check_propellers = 1'b0;
        flight_error = 1'b0;
        image_scan = 1'b0;
        destination = 1'b0;
        manual_control = 1'b0;
        maintenance_req = 1'b0;
        case(state)
            S_IDLE: begin
                charge_status = 1'b1;   
            end
            S_INIT: begin
                check_sensors = 1'b1;
                check_propellers = 1'b1;
            end
            S_FAIL: begin
                flight_error = 1'b1;
                led = 4'b0001;
            end
            S_TAKEOFF: begin
                propellor_status = 2'b01;   
            end
            S_SEARCH: begin
                led = 4'b1000;
                propellor_status = 2'b10;    
            end
            S_IMAGE_CAPTURE: begin
                image_scan = 1'b1;
            end
            S_RETURN_BASE: begin
                destination = 1'b1;   
            end
            S_MANUAL_CONTROL: begin
                manual_control = 1'b1; 
                propellor_status = 2'b00;  
            end
            S_TARGET_FOUND: begin
                image_scan = 1'b1;  
                propellor_status = 2'b11;  
            end
            S_MAINTENANCE: begin
                check_sensors = 1'b1;
                check_propellers = 1'b1;
                led = 4'b0010;
                maintenance_req = 1'b1;  
            end
            default: begin
            end
        endcase
    end
    assign state_out = state;
endmodule
==> /design/flow/run.sh <==
#!/bin/bash
# OpenROAD 26Q1-2900-gdf79404cd8, Yosys 0.63+post, stock flow scripts
make -C /OpenROAD-flow-scripts/flow DESIGN_CONFIG=/design/flow/config.mk WORK_HOME=/design/flow/orfs finish
==> /design/flow/config.mk <==
export PLATFORM = sky130hd
export DESIGN_NAME = drone_fsm
export DESIGN_NICKNAME = drone_fsm
export VERILOG_FILES = /design/flow/design.v
export SDC_FILE = /design/flow/constraint.sdc
export NUM_CORES = 4
export LEC_CHECK = 1
export CORE_AREA = 10 10 110 110
export DIE_AREA = 0 0 120 120
==> /design/flow/constraint.sdc <==
current_design drone_fsm

set clk_period 2.2
set clk_io_pct 0.2

create_clock -name clk0 -period $clk_period [get_ports {clk}]

set non_clock_inputs [all_inputs -no_clocks]
set_input_delay [expr $clk_period * $clk_io_pct] -clock clk0 $non_clock_inputs
set_output_delay [expr $clk_period * $clk_io_pct] -clock clk0 [all_outputs]
==> notes.md <==
The following summarizes the physical implementation.

Drt
The remaining antenna violation count after routing is 0. The violation tally from detailed-route iteration zero is roughly 40. The first TritonRoute pass finished after 4 iterations. In the routed design, unresolved DRC markers number 0. The number of diodes is 0. The total number of vias is ~1500.

Per the detail_route report, vias per standard cell equal around 4.2. The overall routed net length is roughly 4400 um. The average wire length per cell after detail routing is between 10 and 15 um.

Logic synthesis
The flip-flop and latch count after synthesis is 24. The largest total area in the synthesized netlist belongs to dfrtp_1. The sequential share of the synthesized area is roughly two fifths. The share of synthesized registers carrying an async set or reset is a little over four fifths. For reference, the post-synthesis area per instance comes to 8.74 um2.

Per the Yosys statistics, synthesis produced between 150 and 200 cells. The synthesis report lists the Yosys warning total as 1. The number of different library cells used by synthesis comes to about 48. In the synthesis report, Yosys lists the chip area as 1550 um2. The synthesis report names the predominant flop master as dfrtp_1. Yosys reports the multiplexer fraction of the synthesized area as 0%.

The netlist area before placement is approximately 1500 um2. For reference, XOR and XNOR gates occupy a little over 6% of the area reported after synthesis. Per the synthesis report, the simple-gate share of the synthesized area is 32.9%.

By area the synthesized netlist is led by dfrtp_1 32%, edfxtp_1 7.8%, nor2_1 6.3%. In this run the biggest area consumer among cell types represents between 30% and 40% of the synthesized area. The post-synthesis compound-gate area fraction is about an eighth.

The adder and majority cell fraction of the synthesized area is 1.62%. The number of enable flip-flop cells is 4. Synthesis handed over a netlist of 177 instances. The top logic cell family in the synthesized netlist is simple AND/OR/NAND/NOR gates.

Critical path
The worst register-to-register path depth is 7. The launching point of the worst reg2reg path is state[0]. The critical path's slowest cell is or4b_4. Data on the critical path is required at its endpoint by 1760 ps. The worst endpoint data arrival time is roughly 1700 ps. The flop-to-flop setup slack is roughly 270 ps. Per STA, the worst path is made up of buf_4 -> or4b_4 -> buf_6 -> nand2_2 -> dlygate4sd2_1. The maximum fanout encountered on the critical timing path is 3. STA lists the endpoint of the worst register-to-register path as next_state[3]. The last element of the critical path is propellor_status[1]. The worst setup path is captured at an output pin.

The worst stage delay on the critical path is ~500 ps. The worst setup path is launched from a flop. The start-to-end type of the worst setup path is flop to output pin. The first element of the critical path is state[1].

Die
The number of core rows is 36. The floorplan step records an initial core utilization of ~16%. The overall die size recorded for this design is ~14000 um2. According to the floorplan report, the die height is between 100 and 150 um. In this run the horizontal extent of the chip is between 100 and 150 um. The number of top-level pins is 38.

The core region is 9770 um2.

Timing
The worst path meets setup with 46.0 ps of slack. The final-report setup violation count is 0. The number of hold violations in the final report is 0. The maximum clock rate is 464 MHz. Summed over all failing endpoints, the final setup total negative slack is 0 ps. For the pin with the worst max-slew slack, the measured transition is approximately 640 ps. Setup repair after global routing could not meet its margin everywhere.

The number of slew-limit violations in the final report is 0. Between clock sinks in the finished design, the worst skew comes to around 1.1 ps. The final hold slack is about 380 ps. The part of the cycle the worst path needs is a little over nine tenths.

The worst-case headroom to the max-slew limit is between 50% and 60%. The routed design could run at a clock period as short as about 2200 ps.

Placement
The half-perimeter wire length after placement is about 3400 um. Buffers placed on the I/O ports in this run total 36. Per the post-place timing report, worst setup slack is ~53 ps. The routability congestion estimate from global placement is slightly below 0.9.

CTS
For this design, the sink count on the clock tree is 24. Per the skew report, the later register of the worst-skew pair sees a clock latency of ~260 ps. The number of buffers created by CTS is 3. After clock tree synthesis, the clock-pin slew on the worst setup and hold paths is 80 ps. The maximum buffer depth of the clock tree is 2. TritonCTS built the clock tree. The cell chosen for the clock root is clkbuf_8. The quantity of hold-fixing buffers added after cts is 0.

Looking at the clock tree report, the H-tree level count equals 1.

Power and ir drop
The power density of the placed cells is between 900 and 1000 nW/um2. The reported leakage power is between 0.9 and 1 nW. The maximum vdd ir drop is 0.291 mV.

Layout
The most common logic cell in the final layout is clkdlybuf4s50_1. Per the cell usage report, the commonest logic cells after layout are 29 x clkdlybuf4s50_1, 23 x nor2_1, 20 x buf_4. In this run the layout overhead on the synthesized area is reported as 53.0%. The post-route netlist has 22.0% of its cells at a drive strength greater than 1.

GRT
The first global-routing pass estimated between 7000 and 8000 um of wire. The global-route total usage across every layer is 5.95%. The via count of the first global-routing pass is about 1500. The initial antenna violation count is 0. Entering global routing, the biggest net connects 21 pins. The residual overflow from global routing is 0.

Run
The number of logged tool warnings is 28. The number of maximum-capacitance violations recorded for the run is 0.

Worst hold path
The hold-critical path depth is 0. The tightest min-delay check is of the flop to flop type.

Outcome
The flow ran to the end, and the final reports show no timing, DRC or antenna violations.
[what timing repair did]
action / in CTS / in global routing
gates resized: 16 / 16
pin swaps: 4 / 2
setup endpoints to repair: 13 / 9
buffers inserted: 6 / 3
[state kept, by name, indices dropped and copies added, names as in the netlist]
register,cells
state,4
next_state,4
timer,16
[cells by family (layout without fill, tap and decap cells)]
group / Yosys count / after routing
adders and majority gates: 2 / 2
xor gates and xnor gates: 11 / 11
buffers and inverters: 19 / 74
AOI/OAI and AO/OA: 29 / 29
and+or+nand+nor: 91 / 91
DFF: 24 / 24
other: 1 / 1
[how the worst min path moves through the flow]
stage	start	to	slack [ps]
6_report	next_state[3]	state[3]	380
5_1_grt	next_state[3]	state[3]	390
4_1_cts	next_state[3]	state[3]	380
[layout make-up]
| cell class | count | area, um2 |
|---|---|---|
| clock buffer | 3 | 41.3 |
| clock inverter | 1 | 30.0 |
| fill | 1026 | 7410 |
| inverter | 10 | 37.5 |
| multi-input combinational | 134 | 907 |
| sequential | 24 | 623 |
| tap | 133 | 166 |
| timing repair buffer | 60 | 562 |
[stage by stage]
| stage | instance area, um2 | instances | utilization [%] | total power, mW |
|---|---|---|---|---|
| after floorplan | 1550 | 177 | - | 1.08 |
| after global placement | 2140 | 352 | 21.9 | 1.65 |
| after detailed placement | 2140 | 352 | 21.9 | 1.64 |
| after CTS | 2300 | 362 | 23.5 | 2.16 |
| after global routing | 2370 | 365 | 24.2 | 2.42 |
| final | 2370 | 365 | 24.2 | 2.26 |
[report_power, final]
| group | switching (mW) | internal, mW | leakage (nW) |
|---|---|---|---|
| logic | 0.550 | 0.684 | 0.595 |
| clock network | 0.131 | 0.243 | 0.0357 |
| registers | 0.0842 | 0.566 | 0.313 |
| total | 0.766 | 1.49 | 0.944 |
[critical path, delay by kind of cell, from the launching register on]
family                 cells  cell delay [ps]
flip-flops                 1              410
buffers and inverters      3              490
AND/OR/NAND/NOR            2              550
[routing by layer]
layer / vias to the layer above / track usage [%] / wire [um]
met4: 0 / 1.21 / 69
li1: 755 / - / -
met3: 4 / 1.71 / 242
met5: - / 0 / 0
met1: 729 / 8.29 / 2050
met2: 37 / 9.04 / 2060
[Yosys cell counts, drive strengths merged, types with 5 or more instances]
library cell / count
xor2: 5
nand2: 10
dfrtp: 20
nor2: 26
a21oi: 8
nor3: 11
nand3: 9
xnor2: 6
inv: 10
buf: 6
Power is estimated from default activity; no workload was simulated.
